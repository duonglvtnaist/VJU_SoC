--- design.v ---
module bubble_sort_unit(
    input wire       CLK,
    input wire       RST,
    input wire       start_i,
    input wire  [8-1:0] in_data0_i,
    input wire  [8-1:0] in_data1_i,
    input wire  [8-1:0] in_data2_i,
    input wire  [8-1:0] in_data3_i,
    input wire  [8-1:0] in_data4_i,
    input wire  [8-1:0] in_data5_i,
    input wire  [8-1:0] in_data6_i,
    input wire  [8-1:0] in_data7_i,
    input wire  [8-1:0] in_data8_i,
    output wire [8-1:0] out_data0_o,
    output wire [8-1:0] out_data1_o,
    output wire [8-1:0] out_data2_o,
    output wire [8-1:0] out_data3_o,
    output wire [8-1:0] out_data4_o,
    output wire [8-1:0] out_data5_o,
    output wire [8-1:0] out_data6_o,
    output wire [8-1:0] out_data7_o,
    output wire [8-1:0] out_data8_o,
    output reg valid_o
);
    reg     [8-1:0] data0_r, data1_r, data2_r, data3_r, data4_r, data5_r, data6_r, data7_r, data8_r;
    wire    [8-1:0] data0_w, data1_w, data2_w, data3_w, data4_w, data5_w, data6_w, data7_w, data8_w;
    assign data0_w = data0_r;
    assign data1_w = data1_r;
    assign data2_w = data2_r;
    assign data3_w = data3_r;
    assign data4_w = data4_r;
    assign data5_w = data5_r;
    assign data6_w = data6_r;
    assign data7_w = data7_r;
    assign data8_w = data8_r;
    assign out_data0_o = data0_r;
    assign out_data1_o = data1_r;
    assign out_data2_o = data2_r;
    assign out_data3_o = data3_r;
    assign out_data4_o = data4_r;
    assign out_data5_o = data5_r;
    assign out_data6_o = data6_r;
    assign out_data7_o = data7_r;
    assign out_data8_o = data8_r;
    wire [2:0]  count_i_w;
    wire        increment_i_w;
    wire        clear_i_w;
    reg         increment_i_r, clear_i_r;
    assign increment_i_w    = increment_i_r;
    assign clear_i_w        = clear_i_r;
    counter_3_bit counter_i (
        .CLK(CLK),
        .RST(RST),
        .increment_i(increment_i_w),
        .clear_i(clear_i_w),
        .count_o(count_i_w)
    );
    wire [2:0] count_j_w;
    wire increment_j_w;
    wire clear_j_w;
    reg increment_j_r, clear_j_r;
    assign increment_j_w = increment_j_r;
    assign clear_j_w = clear_j_r;
    counter_3_bit counter_j (
        .CLK(CLK),
        .RST(RST),
        .increment_i(increment_j_w),
        .clear_i(clear_j_w),
        .count_o(count_j_w)
    );
    reg [1:0] state_r, next_state_r;
    wire [1:0] state_w, next_state_w;
    assign state_w = state_r;
    assign next_state_w = next_state_r;
    localparam IDLE = 2'b00;
    localparam SORT = 2'b01;
    localparam DONE = 2'b10;
    always @(posedge CLK or negedge RST) begin
        if (!RST) begin
            state_r <= IDLE;
        end else begin
            state_r <= next_state_w;
        end
    end
    always @(state_w or start_i or count_i_w or count_j_w) begin
        case (state_w)
            IDLE: begin
                if (start_i) begin
                    next_state_r = SORT;
                end else begin
                    next_state_r = IDLE;
                end
            end
            SORT: begin
                if ((count_i_w==3'd7) && (count_j_w == 3'd0)) begin
                    next_state_r = DONE;
                end else begin
                    next_state_r = SORT;
                end
            end
            DONE: begin
                if (!start_i) begin
                    next_state_r = IDLE;
                end else begin
                    next_state_r = DONE;
                end
            end
            default: begin
                next_state_r = IDLE;
            end
        endcase
    end
    wire [3:0] last_j_w;
    assign last_j_w = 3'd7 - count_i_w;
    wire swap_w;
    reg  swap_r;
    assign swap_w = swap_r;
    wire init_input_w;
    reg  init_input_r;
    assign init_input_w = init_input_r;
    always @(state_w or count_j_w or last_j_w) begin
        case (state_w)
            IDLE: begin
                valid_o         = 1'b0;
                increment_i_r   = 1'b0;
                increment_j_r   = 1'b0;
                clear_i_r       = 1'b1;
                clear_j_r       = 1'b1;
                swap_r          = 1'b0;
                init_input_r    = 1'b1;
            end
            SORT: begin
                valid_o         = 1'b0;
                swap_r          = 1'b1;
                init_input_r    = 1'b0;
                if (count_j_w == last_j_w) begin
                    increment_i_r   = 1'b1;
                    increment_j_r   = 1'b0;
                    clear_i_r       = 1'b0;
                    clear_j_r       = 1'b1;
                end
                else begin
                    increment_i_r   = 1'b0;
                    increment_j_r   = 1'b1;
                    clear_i_r       = 1'b0;
                    clear_j_r       = 1'b0;
                end
            end
            DONE: begin
                valid_o         = 1'b1;
                init_input_r    = 1'b0;
                increment_i_r   = 1'b0;
                increment_j_r   = 1'b0;
                clear_i_r       = 1'b1;
                clear_j_r       = 1'b1;
                swap_r          = 1'b0;
            end
            default: begin
                valid_o         = 1'b0;
                init_input_r    = 1'b0;
                increment_i_r   = 1'b0;
                increment_j_r   = 1'b0;
                clear_i_r       = 1'b0;
                clear_j_r       = 1'b0;
                swap_r          = 1'b0;
            end
        endcase
    end
    wire [8-1:0] swap_in_j_w, swap_in_j_incr_w;
    assign swap_in_j_w =       (count_j_w == 3'd0) ? data0_w : 
                               (count_j_w == 3'd1) ? data1_w :
                               (count_j_w == 3'd2) ? data2_w :
                               (count_j_w == 3'd3) ? data3_w :
                               (count_j_w == 3'd4) ? data4_w :
                               (count_j_w == 3'd5) ? data5_w :
                               (count_j_w == 3'd6) ? data6_w : 
                                                     data7_w ;
    assign swap_in_j_incr_w =  (count_j_w == 3'd0) ? data1_w : 
                               (count_j_w == 3'd1) ? data2_w :
                               (count_j_w == 3'd2) ? data3_w :
                               (count_j_w == 3'd3) ? data4_w :
                               (count_j_w == 3'd4) ? data5_w :
                               (count_j_w == 3'd5) ? data6_w :
                               (count_j_w == 3'd6) ? data7_w : 
                                                     data8_w ;
    wire [8-1:0] max_w, min_w;
    compare_two compare_i (
        .a_i(swap_in_j_w),
        .b_i(swap_in_j_incr_w),
        .max_o(max_w),
        .min_o(min_w)
    );
    always @(posedge CLK or negedge RST) begin
        if(!RST) begin
            data0_r <= 8'b0;
            data1_r <= 8'b0;
            data2_r <= 8'b0;
            data3_r <= 8'b0;
            data4_r <= 8'b0;
            data5_r <= 8'b0;
            data6_r <= 8'b0;
            data7_r <= 8'b0;
            data8_r <= 8'b0;
        end
        else begin
            if (init_input_w) begin
                data0_r <= in_data0_i;
                data1_r <= in_data1_i;
                data2_r <= in_data2_i;
                data3_r <= in_data3_i;
                data4_r <= in_data4_i;
                data5_r <= in_data5_i;
                data6_r <= in_data6_i;
                data7_r <= in_data7_i;
                data8_r <= in_data8_i;
            end
            else begin
                if(swap_w) begin
                    case (count_j_w)
                        3'd0: begin
                            data0_r <= min_w;
                            data1_r <= max_w;
                            data2_r <= data2_w;
                            data3_r <= data3_w;
                            data4_r <= data4_w;
                            data5_r <= data5_w;
                            data6_r <= data6_w;
                            data7_r <= data7_w;
                            data8_r <= data8_w;
                        end
                        3'd1: begin
                            data0_r <= data0_w;
                            data1_r <= min_w;
                            data2_r <= max_w;
                            data3_r <= data3_w;
                            data4_r <= data4_w;
                            data5_r <= data5_w;
                            data6_r <= data6_w;
                            data7_r <= data7_w;
                            data8_r <= data8_w;
                        end
                        3'd2: begin
                            data0_r <= data0_w;
                            data1_r <= data1_w;
                            data2_r <= min_w;
                            data3_r <= max_w;
                            data4_r <= data4_w;
                            data5_r <= data5_w;
                            data6_r <= data6_w;
                            data7_r <= data7_w;
                            data8_r <= data8_w;
                        end
                        3'd3: begin
                            data0_r <= data0_w;
                            data1_r <= data1_w;
                            data2_r <= data2_w;
                            data3_r <= min_w;
                            data4_r <= max_w;
                            data5_r <= data5_w;
                            data6_r <= data6_w;
                            data7_r <= data7_w;
                            data8_r <= data8_w;
                        end
                        3'd4: begin
                            data0_r <= data0_w;
                            data1_r <= data1_w;
                            data2_r <= data2_w;
                            data3_r <= data3_w;
                            data4_r <= min_w;
                            data5_r <= max_w;
                            data6_r <= data6_w;
                            data7_r <= data7_w;
                            data8_r <= data8_w;
                        end
                        3'd5: begin
                            data0_r <= data0_w;
                            data1_r <= data1_w;
                            data2_r <= data2_w;
                            data3_r <= data3_w;
                            data4_r <= data4_w;
                            data5_r <= min_w;
                            data6_r <= max_w;
                            data7_r <= data7_w;
                            data8_r <= data8_w;
                        end
                        3'd6: begin
                            data0_r <= data0_w;
                            data1_r <= data1_w;
                            data2_r <= data2_w;
                            data3_r <= data3_w;
                            data4_r <= data4_w;
                            data5_r <= data5_w;
                            data6_r <= min_w;
                            data7_r <= max_w;
                            data8_r <= data8_w;
                        end
                        3'd7: begin
                            data0_r <= data0_w;
                            data1_r <= data1_w;
                            data2_r <= data2_w;
                            data3_r <= data3_w;
                            data4_r <= data4_w;
                            data5_r <= data5_w;
                            data6_r <= data6_w;
                            data7_r <= min_w;
                            data8_r <= max_w;
                        end
                        default: begin
                            data0_r <= data0_w;
                            data1_r <= data1_w;
                            data2_r <= data2_w;
                            data3_r <= data3_w;
                            data4_r <= data4_w;
                            data5_r <= data5_w;
                            data6_r <= data6_w;
                            data7_r <= data7_w;
                            data8_r <= data8_w;
                        end
                    endcase
                end
                else begin
                    data0_r <= data0_w;
                    data1_r <= data1_w;
                    data2_r <= data2_w;
                    data3_r <= data3_w;
                    data4_r <= data4_w;
                    data5_r <= data5_w;
                    data6_r <= data6_w;
                    data7_r <= data7_w;
                    data8_r <= data8_w;
                end
            end
        end
    end
endmodule
module compare_two(
    input wire [8-1:0] a_i,
    input wire [8-1:0] b_i,
    output wire [8-1:0] max_o,
    output wire [8-1:0] min_o
);
    assign max_o = (a_i > b_i) ? a_i : b_i;
    assign min_o = (a_i < b_i) ? a_i : b_i;
endmodule
module counter_3_bit(
    input wire CLK,
    input wire RST,
    input wire increment_i,
    input wire clear_i,
    output wire [2:0] count_o
);
    reg [2:0] count_r;
    assign count_o = count_r;
    always @(posedge CLK or negedge RST) begin
        if (!RST) begin
            count_r <= 3'b000;
        end else begin
            if (clear_i) begin
                count_r <= 3'b000;
            end else begin
                if (increment_i) begin
                    count_r <= count_o + 3'b001;
                end
                else begin
                    count_r <= count_o;
                end
            end
        end
    end
endmodule
--- run.sh ---
#!/bin/bash
# OpenROAD 26Q1-2900-gdf79404cd8, Yosys 0.63+post, stock flow scripts
make -C /OpenROAD-flow-scripts/flow DESIGN_CONFIG=/design/flow/config.mk WORK_HOME=/design/flow/orfs finish
--- config.mk ---
export PLATFORM = sky130hd
export DESIGN_NAME = bubble_sort_unit
export DESIGN_NICKNAME = bubble_sort_unit
export VERILOG_FILES = /design/flow/design.v
export SDC_FILE = /design/flow/constraint.sdc
export NUM_CORES = 4
export LEC_CHECK = 1
export CORE_UTILIZATION = 50
--- constraint.sdc ---
current_design bubble_sort_unit

set clk_period 10.1
set clk_io_pct 0.2

create_clock -name clk0 -period $clk_period [get_ports {CLK}]

set non_clock_inputs [all_inputs -no_clocks]
set_input_delay [expr $clk_period * $clk_io_pct] -clock clk0 $non_clock_inputs
set_output_delay [expr $clk_period * $clk_io_pct] -clock clk0 [all_outputs]
==> ci_impl_report.md <==
## PnR job results

| Metric | Value |
|---|---|
| R2R depth | `18` |
| Yosys reg bits | `81` |
| TritonCTS buffer count | `9` |
| Number of diodes | `0` |
| Post-DP HPWL | `19500 um` |
| I/O pin cnt | `148` |
| Synth warnings | `2` |
| Port Buffers | `147` |
| Worst path bufs/invs | `6` |
| Hold EP | `data5_r[7]` |
| Ys async rst share | `roughly 100%` |
| Ys cells | `835` |
| Max-slew violations | `0` |
| Period utilization | `56.4%` |
| Synth Cell Area | `between 6000 and 7000 um2` |
| Critical path startpoint category | `register` |
| Setup violators final | `0` |
| Via-to-Cell Ratio | `6.70` |
| Worst Min Path Start | `data5_r[7]` |
| Crit-path slowest cell | `nor2_1` |
| Placed inst area | `roughly 8000 um2` |
| Setup bufs post-CTS | `0` |
| Min cycle time layout | `approximately 5.7 ns` |
| Sink Count | `81` |
| CP Max Fanout | `54` |
| CTS H-tree lvls | `3` |
| Clk latency late pin | `0.36 ns` |
| Chip area | `13900 um2` |
| R2R Setup Slk | `4.40 ns` |
| Crit path capture type | `register` |
| CTS tree | `done` |
| Vias in the first global route | `a little over 7000` |
| Cells after Synth | `835` |
| Hold/Removal Path Class | `reg2reg` |
| Pre-CTS setup slack | `4.53 ns` |
| Post-Layout Cell Count | `1123` |
| Count of cell types in the netlist | `70` |
| WL per Instance | `23.9 um` |
| Clock Path Buffers | `2` |
| Post-synth EDFFs | `0` |
| Fillers | `1069` |
| Slack of the critical path | `4.40 ns` |
| Chip Width | `118 um` |
| Post-synth seq share | `30.2%` |
| Top cells, area | `dfrtp_1 30%, nand2_1 6.1%, a21oi_1 5.9%` |
| Drt pass-1 iters | `6` |
| Clock slew at reported path FFs | `0.07 ns` |
| Critical Path RT | `10.35 ns` |
| Largest net degree at the start of global routing | `65` |
| Yosys Chip Area | `6720 um2` |
| Family with the most delay on the worst path | `buffers and inverters` |
| Status | `completed` |
| Iteration-0 DRC Markers | `slightly below 800` |
| Clock root buffer | `clkbuf_16` |
| Cells after DPL | `1107` |
| Initial antenna violation count | `0` |
| Core area | `12900 um2` |
| Commonest Layout Cell | `clkdlybuf4s50_1` |
| Setup Crit Path Kind | `reg2reg` |
| FMAX | `176 MHz` |
| Mean Syn Cell Area | `8.05 um2` |
| Slew HR | `45.2%` |
| Top FF cell, synth | `dfrtp_1` |
| Post-Route Hold Slack | `0.514 ns` |
| Routability-driven placement congestion ratio | `between 0.9 and 1` |
| First-pass GRT wire length | `~41000 um` |
| Resized Gates After CTS | `0` |
| Post-layout instance area | `around 8500 um2` |
| Max cap viols | `0` |
| Setup TNS | `0 ns` |
| Total grt overflow | `0` |
| Floorplan core density | `a little over half` |
| Most frequent cells in the layout | `146 x clkdlybuf4s50_1, 110 x nand2_1, 80 x dfrtp_1` |
| Max stage delay on crit path | `roughly 0.64 ns` |
| RSZ-0062 raised after global routing | `no` |
| R2R Path End | `data6_r[2]` |
| Reg2Reg Launch Point | `counter_j.count_r[2]` |
| Die Y | `between 100 and 150 um` |
| Hold-fix buffers at CTS | `0` |
| Worst Max-Slew Pin Slew | `0.819 ns` |
| Cell taking the most area after synthesis | `dfrtp_1` |
| GR Util All Layers | `39.9%` |
| Layout area overhead | `26.7%` |
| Row cnt | `~41` |
| Final Hold Violation Tally | `0` |
| Worst Hold Depth | `2` |
| Area leader share | `between 20% and 30%` |
| Final ANT Viol Nets | `0` |
| Most frequent cell on the critical path | `a21oi_1` |
| Layout cells sized above 1 | `8.83%` |
| WL final | `26900 um` |
| CP Cell Sequence | `buf_4, inv_2, ha_1, buf_4, inv_1, a21oi_1, a21oi_1, o32ai_2, inv_2, ha_1, nor2b_1, o211ai_1, a21oi_1, nor2_1, buf_4, mux2i_2, a21oi_1, a22o_1` |
| Vias | `7522` |
| Crit path arrival time | `5.95 ns` |
| Log Warnings | `30` |
| Drt drc | `0` |
| Clock skew | `0.00907 ns` |
kinds of logic (layout without fill, tap and decap cells):
group                    count (synthesis)  count (layout)  share of synthesized area (%)
XOR/XNOR                                 4               4                          0.521
flip-flops                              81              81                           30.2
AND/OR/NAND/NOR                        301             301                           21.7
adder cells (fa/ha/maj)                 16              16                           2.98
AND-OR/OR-AND                          304             304                           30.9
multiplexers                            43              43                           7.71
buffers and inverters                   86             202                           5.99
flip-flops by register name, indices dropped and copies added (netlist names), 8 cells and up:
name	cells
data0_r	8
data5_r	8
data7_r	8
data1_r	8
data8_r	8
data2_r	8
data6_r	8
data3_r	8
data4_r	8
area by class of cell:
type	count	area [um2]	area share, %
inverters	26	97.6	1.15
repair buffers	160	1570	18.4
clock buffers	10	239	2.81
flip-flops and latches	81	2030	23.9
well taps	172	215	2.53
multi-input cells	668	4300	50.4
clock inverters	6	71.3	0.837
cells in the mapped netlist (6+ instances only):
library cell  instances
nand2_1             110
dfrtp_1              80
a21oi_1              79
o21ai_0              53
nor2_1               51
nor3_1               37
buf_2                25
nor2b_1              24
a211oi_1             23
clkbuf_1             23
mux2i_1              19
o22ai_1              19
inv_1                18
ha_1                 16
mux2_2               15
or3_1                15
a22o_1               13
o21ai_1              13
a221oi_1             11
a31oi_1              11
nand2b_1             11
nand3b_1             10
a21o_1                9
a22oi_1               9
nand3_1               9
o31ai_1               9
and2_1                8
buf_4                 7
inv_2                 7
nor3b_1               7
a2bb2oi_1             6
metrics by stage:
stage	utilization, %
after floorplan	-
after global placement	63.7
after detailed placement	63.7
after CTS	66.1
after global routing	66.1
final	66.1
worst reg2reg max path, stage by stage, from the launching register on:
cell and delay [ns]:
dfrtp_1 0.36, buf_4 0.30, inv_2 0.28, ha_1 0.38, buf_4 0.33, inv_1 0.32, a21oi_1 0.22, a21oi_1 0.09
o32ai_2 0.62, inv_2 0.08, ha_1 0.32, nor2b_1 0.13, o211ai_1 0.19, a21oi_1 0.11, nor2_1 0.64, buf_4 0.34
mux2i_2 0.52, a21oi_1 0.15, a22o_1 0.22
worst max path at each step:
stage	start	end	slack, ns	depth (start not counted)
CTS	counter_j.count_r[2]	data4_r[2]	4.51	18
global route	counter_j.count_r[2]	data6_r[2]	4.07	18
finish	counter_j.count_r[2]	data6_r[2]	4.40	18
layer usage:
layer | track usage (%) | share of wire [%]
met5 | 1.10 | 0
met4 | 14.9 | 4.6
met3 | 9.68 | 10
met2 | 59.7 | 45
met1 | 57.2 | 40
