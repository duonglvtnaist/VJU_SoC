**flow/config.mk**
```make
export PLATFORM = sky130hd
export DESIGN_NAME = compute
export DESIGN_NICKNAME = compute
export VERILOG_FILES = /design/flow/design.v
export SDC_FILE = /design/flow/constraint.sdc
export NUM_CORES = 4
export LEC_CHECK = 1
export CORE_UTILIZATION = 50
```
**flow/constraint.sdc**
```tcl
current_design compute

set clk_period 20.7
set clk_io_pct 0.2

create_clock -name clk0 -period $clk_period [get_ports {CLK}]

set non_clock_inputs [all_inputs -no_clocks]
set_input_delay [expr $clk_period * $clk_io_pct] -clock clk0 $non_clock_inputs
set_output_delay [expr $clk_period * $clk_io_pct] -clock clk0 [all_outputs]
```
**flow/design.v**
```verilog
module compute(
    input wire                      CLK,
    input wire                      RST,
    input wire [32-1:0]    dina_i,
    input wire [10-1:0]    addra_i,
    input wire                      ena_i,
    input wire                      wea_i,
    output wire [32-1:0]   douta_o
);
    reg  [32-1:0]          a_r, b_r, x_r;
    wire [32-1:0]          a_w, b_w, x_w;
    assign a_w = a_r;
    assign b_w = b_r;
    assign x_w = x_r;
    always @(posedge CLK or negedge RST)
    begin
        if(~RST) begin
            a_r <= 32'h0;
            b_r <= 32'h0;
            x_r <= 32'h0;
        end
        else begin
            if (wea_i & ena_i) begin
                case(addra_i)
                    10'h0: begin
                        a_r <= dina_i;
                        b_r <= b_w;
                        x_r <= x_w;
                    end
                    10'h1: begin
                        a_r <= a_w;
                        b_r <= dina_i;
                        x_r <= x_w;
                    end
                    10'h2: begin
                        a_r <= a_w;
                        b_r <= b_w;
                        x_r <= dina_i;
                    end
                    default: begin
                        a_r <= a_w;
                        b_r <= b_w;
                        x_r <= x_w;
                    end
                endcase
            end
            else begin
                a_r <= a_w;
                b_r <= b_w;
                x_r <= x_w;
            end
        end
    end
    assign douta_o = (ena_i & ~wea_i) ? a_w * x_w + b_w : 32'h0;
endmodule
```
**flow/run.sh**
```bash
#!/bin/bash
# OpenROAD 26Q1-2900-gdf79404cd8, Yosys 0.63+post, stock flow scripts
make -C /OpenROAD-flow-scripts/flow DESIGN_CONFIG=/design/flow/config.mk WORK_HOME=/design/flow/orfs finish
```
==> run_results.csv <==
group,metric,value,unit
placement,dp_hpwl,39900,µm
route,detail_route.iter0.violations,469,
layout,mostFrequentLayoutCells,"inv_1, fa_1, and2_1, nand2_1, ha_1",
synthesis,netlist-cell-type-count,54,
route,wl_met1,20770,µm
synthesis,synth-seq-cells,96,
route,ant_nets,0,
floorplanning,ioPinCount,78,
global_routing,first_global_vias,14850,
layout,fin_area,0.02219,mm²
synthesis,synth_cells,2129,
synthesis,yosysChipArea,0.02058,mm²
clock_network,tritoncts_num_sinks,96,
clock_network,cts-root-buf,"clkbuf_16",
final_timing,final-max-slew-violation-count,0,
route,antennaDiodeCount,0,
run,tool_warnings,25,
setup_path,path_max_fanout,18,
placement,placed_cell_area,0.02189,mm²
final_timing,skew,0,ns
setup_path,critPathMostFrequentCell,"fa_1",
floorplanning,chipArea,0.04198,mm²
setup_path,worst-endpoint-arrival,8.42,ns
setup_path,critical_path.slowest_cell,"dfrtp_1",
global_routing,number_of_antenna_violations_at_the_first_check_in_global_routing,0,
power,cellPowerDensity,17.65,mW/mm²
layout,layout.core_utilization,0.5522,
final_timing,post-route-period-util,0.6068,
route,postRouteWirelength,50750,µm
route,wl_per_cell,18.92,µm
route,routed-wl-met2,21860,µm
power,power_leakage,11.32,nW
final_timing,report.final.setup_viol,0,
clock_network,insertion_delay,0.34,ns
floorplanning,fp-utilization,0.5121,
placement,io_buffers,77,
final_timing,timing.fmax,0.07962,GHz
synthesis,async_reset_ff_frac,1.000,
setup_path,cp.buffers_inverters,8,
route,route.detailed.vias_per_inst,5.029,
final_timing,finalHoldWorstSlack,0.4918,ns
status,status,"completed",
clock_network,cts_tree,"done",
setup_path,critical-path-top-delay-family,"adder cells",
power,vdd.ir_drop.worst,0.00004738,V
clock_network,post_cts.repair.setup_buffers,0,
synthesis,yosys-stat-cells,2129,
global_routing,pin_count_of_the_biggest_net_entering_global_routing,51,
global_routing,overflow,0,
floorplanning,die_w,204.9,µm
global_routing,wire_length_of_the_first_global_routing_pass,81770,µm
synthesis,tally_of_yosys_warning_messages,1,
layout,layout-area-overhead-vs-synth,7.824,%
setup_path,critical_path_class,"reg -> out",
clock_network,tritoncts_buffers,9,
final_timing,setup-tns-final,0,ns
setup_path,slowest_delay,0.61,ns
layout,final_layout_size_suffix_gt1_frac,0.06166,
final_timing,hold_viol_final,0,
setup_path,worst_setup_path_start_kind,"flip-flop",
final_timing,unrepaired_setup_endpoints_after_global_routing,"no",
clock_network,cts_resized,0,
setup_path,setup.worst_path.end_class,"output pin",
route,drt_pass1_iterations,6,
final_timing,worst-slew-pin-transition,0.8690,ns
final_timing,max_slew_margin,0.4207,
clock_network,post_cts_hold_fix_bufs,0,
synthesis,yosysSeqAreaShare,0.1167,
clock_network,clk_transition_reported_paths,0.08,ns
synthesis,post_synth.cell_area_avg,9.668,µm²
floorplanning,core_region_area,0.04019,mm²
route,total_vias_in_the_final_route,13490,
route,dr.max_layer_used,"met5",
route,drt_drc_violations_left,0,
clock_network,cts_max_path_buffers,2,
synthesis,enable_flop_cells,0,
synthesis,synth.cell_area,0.02058,mm²
synthesis,synthFlopType,"dfrtp_1",
floorplanning,fp-row-count,73,
placement,routabilityCongestion,0.9081,
layout,mostFrequentLayoutCell,"inv_1",
setup_path,timing.critical_path.required,16.56,ns
global_routing,track_usage,0.2816,
route,wl_met3,6427,µm
worst_hold_path,worstHoldPathType,"reg -> reg",
clock_network,cts_htree_levels,3,
run,cap_violations,0,
floorplanning,chipHeight,204.9,µm
final_timing,layout_min_cycle_time,12.56,ns
kinds of logic (layout without fill, tap and decap cells):
group           after synthesis  in the layout  share of synthesized area
simple gates                614            614                     0.1557
flops                        96             96                     0.1167
mux                          97             97                    0.05301
xor+xnor                     83             83                    0.03532
compound gates               78             78                    0.02687
buf+inv                     599            627                     0.1109
fa+ha+maj                   562            562                     0.5014
layout make-up:
| cell class | count | area (µm²) |
|---|---|---|
| Timing Repair Buffer | 117 | 1069 |
| Fill cell | 3538 | 18000 |
| Tap cell | 525 | 656.9 |
| Inverter | 494 | 1854 |
| Clock buffer | 9 | 225.2 |
| Multi-Input combinational cell | 1434 | 15900 |
| Sequential cell | 96 | 2402 |
| Clock inverter | 7 | 81.33 |
routing by layer:
metal,vias to the layer above,GRT usage
met1,6657,0.4115
met4,6,0.05556
met2,523,0.3948
li1,6234,-
met3,68,0.1445
met5,-,0.06905
report_power, final:
| group | switching [mW] | total [mW] | internal, mW | leakage [nW] |
|---|---|---|---|---|
| combinational | 0.0178 | 0.0308 | 0.0130 | 9.83 |
| clock | 0.0818 | 0.169 | 0.0869 | 0.150 |
| sequential | 0.00334 | 0.192 | 0.189 | 1.34 |
stage by stage:
stage / power (mW) / setup slack [ns] / cells
6_report: 0.3917 / 8.140 / 2682
4_1_cts: 0.3961 / 8.052 / 2682
3_5_place_dp: 0.2273 / 8.437 / 2666
2_1_floorplan: 0.2040 / 9.907 / 2129
3_3_place_gp: 0.2272 / 8.493 / 2666
5_1_grt: 0.4058 / 7.755 / 2682
cell usage after synthesis, types with 23 or more instances:
master,number,share of area
dfrtp_1,96,0.12
xor2_1,23,0.0098
mux2_2,63,0.034
and2_1,321,0.098
nand2_1,225,0.041
mux2_1,33,0.018
xnor2_1,60,0.026
nor2_1,34,0.0062
inv_1,494,0.090
ha_1,124,0.075
fa_1,438,0.43
clkbuf_1,90,0.016
a21oi_1,23,0.0056
flip-flops by register name, indices dropped and copies added (netlist names):
| name | cells |
|---|---|
| a_r | 32 |
| b_r | 32 |
| x_r | 32 |
worst paths after layout:
path                       cells after the start                  end                from  slack, ns
max                                           25          douta_o[31]  x_r[2]$_DFFE_PN0P_       8.14
min                                            1   a_r[1]$_DFFE_PN0P_  a_r[1]$_DFFE_PN0P_       0.49
max reg2reg                                    2   a_r[5]$_DFFE_PN0P_  a_r[5]$_DFFE_PN0P_      19.26
min reg2reg                                    1   a_r[1]$_DFFE_PN0P_  a_r[1]$_DFFE_PN0P_       0.49
max in group asynchronous                      2  b_r[23]$_DFFE_PN0P_                 RST      15.83
min in group asynchronous                      1  x_r[28]$_DFFE_PN0P_                 RST       3.80
Power is estimated from default activity; no workload was simulated.
