--- run.sh ---
#!/bin/bash
# OpenROAD 26Q1-2900-gdf79404cd8, Yosys 0.63+post, stock flow scripts
make -C /OpenROAD-flow-scripts/flow DESIGN_CONFIG=/design/flow/config.mk WORK_HOME=/design/flow/orfs finish
--- config.mk ---
export PLATFORM = sky130hd
export DESIGN_NAME = ALU
export DESIGN_NICKNAME = ALU
export VERILOG_FILES = /design/flow/design.v
export SDC_FILE = /design/flow/constraint.sdc
export NUM_CORES = 4
export LEC_CHECK = 1
export CORE_UTILIZATION = 30
--- constraint.sdc ---
current_design ALU

set clk_period 20.1
set clk_io_pct 0.2

create_clock -name clk0 -period $clk_period

set non_clock_inputs [all_inputs -no_clocks]
set_input_delay [expr $clk_period * $clk_io_pct] -clock clk0 $non_clock_inputs
set_output_delay [expr $clk_period * $clk_io_pct] -clock clk0 [all_outputs]
--- design.v ---
module ALU(
    input  [32-1:0] A_i, B_i,
    input  [3-1:0]   Op_i,
    output [32-1:0] Out_o
);
    assign Out_o =    (Op_i == 3'b000) ? A_i + B_i :  
                      (Op_i == 3'b001) ? A_i - B_i :  
                      (Op_i == 3'b010) ? A_i & B_i :  
                      (Op_i == 3'b011 ) ? A_i | B_i :  
                      (Op_i == 3'b100) ? A_i << B_i[4:0] :  
                      (Op_i == 3'b101) ? A_i >> B_i[4:0] :  
                      (Op_i == 3'b110) ? (A_i < B_i) ? 1 : 0 :  
                      (Op_i == 3'b111) ? A_i ^ B_i : 0;  
endmodule
==> impl_metrics.yaml <==
# generated from flow reports
worst_hold_path:
  min_path_type: "input port to output port"
logic_synthesis:
  synth_top_cell_by_count: "a21oi_1"
  yosys-top-cells-count: "161 x a21oi_1, 146 x nor2_1, 123 x nand2_1"
  synth_area_leader_cell: "ha_1"
  synthTopCellsByArea: "ha_1 14%, a21oi_1 9.4%, nor2_1 6.4%"
  synth_area_per_cell_um2: 6.54
  ys_cells: 1304
  ys_warn_count: 0
  syn_inst: 1304
  yosysUniqueCellTypes: 80
  top_area_share_pct: 14.2
  yosysSeqAreaShare_pct: 0
  ys_area_mm2: 0.00853
  syn_area_mm2: 0.00853
floorplanning:
  fp_util_pct: 30.6
  io_pins: 99
  core_region_area_mm2: 0.0279
  die_h_um: 171
  die_w_um: 171
  rows: 61
  chip_area_mm2: 0.0291
finish:
  drive_gt1_share_pct: 7.96
  seqCellArea_um2: 0
  flop-count: 0
  nClkBuffers: 0
  syn2layout_area_growth_pct: 13.7
  final.fill_count: 3035
  comb_area_mm2: 0.00768
  finalNonFillerCells: 1709
sta:
  tns_ns: 0
  relSlewSlack_pct: 42.5
  setup_violations: 0
  timing.fmax_mhz: 81.8
  fin_crit_sh_pct: 60.8
  hold_viol_final: 0
  final_max_slew_viol_count: 0
  hold_ws_ns: 8.99
  min_period_ns: 12.22
  tightest_slew_ns: 0.853
  rsz0062_at_grt: "false"
worst_setup_path:
  startpoint_type: "input port"
  max_stage_delay_ns: 0.78
  critPathSlowestCell: "clkdlybuf4s50_1"
  crit_required_ns: 16.08
  arrival_ns: 8.20
  cp_max_fo: 9
  crit_family: "AND-OR/OR-AND gates"
  worst-setup-path-type: "input port to output port"
  critPathBufInv: 4
  cp-end-kind: "output port"
  path_cells: "clkdlybuf4s50_1 -> inv_1 -> ha_1 -> inv_1 -> a21oi_1 -> o21bai_1 -> a21oi_1 -> o211ai_1 -> o211ai_2 -> nand2_1 -> a2111oi_0 -> a311o_1 -> clkdlybuf4s50_1"
power:
  clkPwrFrac_pct: 0
  p_switching_uw: 179
  power_density_mw_per_mm2: 30.3
  switching_share_pct: 60.9
  p_int_uw: 115
  p_total_uw: 294
  max-vdd-ir-drop_v: 0.0000128
  pwr-share-comb_pct: 100.0
  p_seq_share_pct: 0
  p_leak_nw: 3.98
drt:
  via_per_inst: 6.06
  ant_nets: 0
  vias: 10300
  drt_wl_total_mm: 41.2
  antennaDiodeCount: 0
  drcViolationCount: 0
  wl_per_cell_um: 24.1
  first_pass_iters: 6
  first_iter_violations: 1224
placement:
  dp_cells: 1709
  hpwlAfterDp_mm: 32.6
  portBuffers: 99
  place_congestion: 1.07
global_routing:
  antenna_found_initial: 0
  grt_max_degree: 79
  grt_pass1_wl_mm: 62.0
  grt_pass1_vias: 9795
  grt_usage_pct: 28.7
  overflow: 0
cts:
  cts.repair.resized: 0
  cts_hold_buf: 0
  postCtsSetupRepairBufs: 0
outcome:
  status: "complete, no violations"
job:
  tool_warnings: 97
  maxCapViolCount: 0
==> final timing paths <==
check	start	end	slack [ns]	depth (start not counted)
max	A_i[10]	Out_o[23]	7.88	13
min	B_i[3]	Out_o[14]	8.99	5
==> routing by layer <==
metal	global-route usage [%]	vias to the layer above	wire (um)
met2	44.4	541	18100
met5	0	-	0
li1	-	4853	-
met3	2.31	89	2890
met4	11.8	0	1910
met1	41.3	4866	18300
==> stage by stage <==
step                setup slack, ns  util [%]  area [um^2]
floorplan                      9.03         -         8530
global placement               7.91      34.8         9700
detailed placement             7.98      34.8         9700
CTS                            7.96      34.8         9700
global route                   7.64      34.8         9700
finish                         7.88      34.8         9700
==> cells by family (layout without fill, tap and decap cells) <==
| kind of cell | Yosys count | in the layout | share of synthesized area, % |
|---|---|---|---|
| buffers and inverters | 202 | 229 | 10.0 |
| AND-OR/OR-AND | 501 | 501 | 38.0 |
| AND/OR/NAND/NOR | 383 | 383 | 19.6 |
| multiplexers | 98 | 98 | 15.5 |
| XOR/XNOR | 21 | 21 | 2.16 |
| adder cells (fa/ha/maj) | 99 | 99 | 14.7 |
==> power by group through the flow <==
stage	clock (mW)	sequential, mW	combinational, mW
4_1_cts	0	0	0.288
5_1_grt	0	0	0.317
6_report	0	0	0.294
==> area by class of cell <==
cell class,count,share of cell area (%)
well taps,378,4.88
repair buffers,125,11.9
multi-input cells,1102,79.2
inverters,104,4.03
==> cells in the final DEF (no fill, tap or decap), types with 25 or more instances in the layout <==
master and n:
ha_1 97, buf_4 27, mux2i_1 47, nand2_1 123, inv_1 101, nor2_1 146
mux2_2 25, o21ai_0 109, a21oi_1 161, nor3_1 35, clkdlybuf4s50_1 93
Power figures rest on the tool's default switching activity, not on a simulated workload.
